### ./config.mk
export PLATFORM = sky130hd
export DESIGN_NAME = sram_16x128b
export DESIGN_NICKNAME = sram_16x128b
export VERILOG_FILES = /design/flow/design.v
export SDC_FILE = /design/flow/constraint.sdc
export NUM_CORES = 4
export LEC_CHECK = 1
export CORE_UTILIZATION = 50
### ./design.v
module sram_16x128b(
input clk,
input csb,   
input wsb,   
input [128-1:0] wdata,  
input [5:0] waddr,  
input [5:0] raddr,  
output reg [16*8-1:0]rdata  
);
localparam WEIGHT_WIDTH = 16;
localparam WEIGHT_PIXEL_NUM = 8;
reg [WEIGHT_PIXEL_NUM*WEIGHT_WIDTH-1:0] mem[0:16-1];
reg [WEIGHT_PIXEL_NUM*WEIGHT_WIDTH-1:0] _rdata;
always@(posedge clk)
  if(~csb && ~wsb)
    mem[waddr] <= wdata;
always@(posedge clk)
  if(~csb)
    _rdata <= mem[raddr];
always@*
begin
    rdata =  _rdata;
end
task load_w(
    input integer index,
    input [16*8-1:0] weight_input
);
    mem[index] = weight_input;
endtask
task dis();
integer i;
for (i = 21;i < 41 ;i = i + 1 ) begin
  $display("%b",mem[i]);
end
endtask
endmodule
### ./run.sh
#!/bin/bash
# OpenROAD 26Q1-2900-gdf79404cd8, Yosys 0.63+post, stock flow scripts
make -C /OpenROAD-flow-scripts/flow DESIGN_CONFIG=/design/flow/config.mk WORK_HOME=/design/flow/orfs finish
### ./constraint.sdc
current_design sram_16x128b

set clk_period 14.7
set clk_io_pct 0.2

create_clock -name clk0 -period $clk_period [get_ports {clk}]

set non_clock_inputs [all_inputs -no_clocks]
set_input_delay [expr $clk_period * $clk_io_pct] -clock clk0 $non_clock_inputs
set_output_delay [expr $clk_period * $clk_io_pct] -clock clk0 [all_outputs]
==> impl_metrics.env <==
# yosys + openroad results
export IMPL_status="complete, no violations"
export IMPL_ctsResizeCount=0
export IMPL_post_cts_setup_buffers=0
export IMPL_die_height_um=404
export IMPL_drc=0
export IMPL_cp_end_kind="flip-flop"
export IMPL_synth_comb_largest_family="multiplexers"
export IMPL_cp_arrival_ps=7330
export IMPL_clkSlewWorstSetupHoldPaths_ps=60
export IMPL_synth_cell_types=21
export IMPL_vias=35600
export IMPL_cts_sinks=2176
export IMPL_rr_worst_depth=4
export IMPL_synth_adder_area_share=0
export IMPL_drt_wirelength_per_cell_um=30.3
export IMPL_vdd_drop_max_v=0.000119
export IMPL_grt_pass1_wl_um=264000
export IMPL_required_ps=15160
export IMPL_firstDrtPassIters=5
export IMPL_start_kind="input pin"
export IMPL_setup_viol=0
export IMPL_ys_area_mm2=0.0810
export IMPL_clockBufferDepth=3
export IMPL_clockRootBuffer="clkbuf_16"
export IMPL_worst_clock_skew_ps=27.6
export IMPL_cts_tree="yes"
export IMPL_stdcell_area_mm2=0.0934
export IMPL_avgSynthCellArea_um2=25.4
export IMPL_synthMuxAreaShare=0.168
export IMPL_initCoreUtil=0.504
export IMPL_rsz0062_at_grt="false"
export IMPL_p_sw_mw=2.52
export IMPL_ctsHoldBuffers=0
export IMPL_vias_per_cell=5.97
export IMPL_core_area_mm2=0.161
export IMPL_synthesis_area_mm2=0.0810
export IMPL_max_slew_margin_rel=0.386
export IMPL_synthAoiAreaFrac=0.0102
export IMPL_crit_path_end="mem[7][13]"
export IMPL_period_used=0.467
export IMPL_clk_insertion_delay_late_ps=810
export IMPL_hold_viol_final=0
export IMPL_die_w_um=404
export IMPL_grt_total_usage=0.259
export IMPL_gp_congestion=0.783
export IMPL_combinationalPowerShare=0.045
export IMPL_fmax_mhz=146
export IMPL_rr_startpoint="mem[3][96]"
export IMPL_port_buffers=266
export IMPL_powerDensity_mw_per_mm2=137
export IMPL_mostFrequentLayoutCells="edfxtp_1 (2176), mux4_2 (565), clkdlybuf4s50_1 (262)"
export IMPL_ios=271
export IMPL_antenna_found_initial=35
export IMPL_synth_xor_area_share=0
export IMPL_r2r_setup_slack_ps=13030
export IMPL_ys_flops=2176
export IMPL_layout_cells_most_common="edfxtp_1"
export IMPL_ys_seq_frac=0.807
export IMPL_htreeDepth=4
export IMPL_grt_ovfl_total=0
export IMPL_drt_first_iter_violations=2209
export IMPL_place_inst=5569
export IMPL_stdcell_count=5962
export IMPL_intPower_mw=10.2
export IMPL_p_leak_nw=29.1
export IMPL_switching_share=0.198
export IMPL_power_frac_clock=0.408
export IMPL_crit_type="in2reg"
export IMPL_ys_warnings_count=1
export IMPL_crit_start="csb"
export IMPL_area_growth_pct=15.3
export IMPL_maxSlewViolCount=0
export IMPL_warning_count=32
export IMPL_path_max_fanout=32
export IMPL_hpwl_um=92600
export IMPL_worstMarginPinSlew_ps=919
export IMPL_cts_buffers=213
export IMPL_power_frac_seq=0.547
export IMPL_r2r_end="_rdata[96]"
export IMPL_max_cap_violations=0
export IMPL_chipArea_mm2=0.164
export IMPL_routed_wl_um=181000
export IMPL_dpl_cell_area_mm2=0.0866
export IMPL_grt_pass1_vias=40200
export IMPL_tns_ps=0
export IMPL_min_period_ps=6870
export IMPL_synth_cells=3193
export IMPL_grt_max_degree=105
export IMPL_min_path_type="reg2reg"
export IMPL_ys_cells=3193
export IMPL_row_count=147
export IMPL_drive_gt1_frac=0.259
export IMPL_simple_gate_share=0.00499
export IMPL_antenna_left=0
## power groups by stage
| stage | sequential [mW] | combinational (mW) | clock (mW) |
|---|---|---|---|
| after CTS | 6.98 | 0.587 | 5.31 |
| after global routing | 6.99 | 0.624 | 5.55 |
| final | 6.98 | 0.574 | 5.21 |
## through the flow
stage / hold WS [ps] / utilization / total power [mW] / worst slack (ps)
detailed placement: 803 / 0.539 / 7.69 / 6990
global route: 847 / 0.581 / 13.2 / 7690
global placement: 805 / 0.539 / 7.67 / 6980
finish: 817 / 0.581 / 12.8 / 7830
CTS: 813 / 0.581 / 12.9 / 7880
floorplan: 769 / - / 7.41 / 1990
## cell usage after synthesis
| master | instances | share of area |
|---|---|---|
| a211oi_1 | 36 | 0.0033 |
| a21oi_1 | 48 | 0.0030 |
| a31oi_1 | 1 | 0.000077 |
| buf_1 | 8 | 0.00037 |
| buf_2 | 64 | 0.0040 |
| buf_4 | 14 | 0.0013 |
| buf_6 | 9 | 0.0013 |
| clkbuf_1 | 66 | 0.0031 |
| edfxtp_1 | 2176 | 0.81 |
| inv_1 | 2 | 0.000093 |
| mux2i_1 | 87 | 0.011 |
| mux4_2 | 565 | 0.16 |
| nand2_1 | 18 | 0.00083 |
| nand2b_1 | 4 | 0.00031 |
| nand3_1 | 1 | 0.000062 |
| nand3b_1 | 1 | 0.000093 |
| nor2_1 | 13 | 0.00060 |
| nor2b_1 | 36 | 0.0028 |
| nor3_1 | 5 | 0.00031 |
| o221ai_1 | 26 | 0.0028 |
| o22ai_1 | 13 | 0.0010 |
## worst max-delay path: stages
cell	delay [ps]
clkdlybuf4s50_1	520
nor2_1	190
nand3b_1	320
nor2_4	360
buf_4	490
buf_4	670
buf_4	620
buf_4	640
buf_4	470
## state kept, by name, indices dropped and copies added, names as in the netlist
| signal | flops |
|---|---|
| _rdata | 128 |
| mem | 2048 |
## how the worst min path moves through the flow
stage | end | from | slack (ps) | depth (start not counted)
5_1_grt | _rdata[95] | mem[0][95] | 850 | 3
4_1_cts | _rdata[90] | mem[6][90] | 810 | 3
6_report | _rdata[90] | mem[6][90] | 820 | 3
## final cells by class
type | instances | area, um2
Clock inverter | 118 | 1080
Fill cell | 11100 | 67400
Timing Repair Buffer | 377 | 3650
Multi-Input combinational cell | 854 | 14900
Antenna cell | 3 | 7.51
Clock buffer | 272 | 5620
Inverter | 2 | 17.5
Sequential cell | 2176 | 65300
Tap cell | 2160 | 2700
## cells by family (layout without fill, tap and decap cells)
family,after synthesis,count (layout)
simple gates,78,78
mux,652,652
other cells,0,3
flops,2176,2176
buf+inv,163,769
compound gates,124,124
## metal layers
layer  routed length [um]  part of all wire  vias to the layer above  global-route usage
met1                53600              0.30                    17700               0.323
met4                 4170             0.023                       60              0.0477
met2                88900              0.49                     2678               0.373
met5                  364            0.0020                        -                   0
li1                     -                 -                    14800                   -
met3                33900              0.19                      340               0.215
No activity file was given, so power comes from the tool's default toggle rates.
