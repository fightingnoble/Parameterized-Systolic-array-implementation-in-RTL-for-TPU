==> design/flow/design.v <==
module sram_128x32b(
input clk,
input [3:0] bytemask,
input csb,   
input wsb,   
input [7:0] wdata,  
input [9:0] waddr,  
input [9:0] raddr,  
output reg [31:0] rdata  
);
reg [31:0] _rdata;
reg [31:0] mem[0:256-1];
always@(posedge clk) begin
  if(~csb && ~wsb) begin
    case (bytemask)
      4'b0001 : mem[waddr][7:0] <= wdata;
      4'b0010 : mem[waddr][15:8] <= wdata;
      4'b0100 : mem[waddr][23:16] <= wdata;
      4'b1000 : mem[waddr][31:24] <= wdata;
      default: mem[waddr] <= 0; 
    endcase
  end
end
always@(posedge clk) begin
  if(~csb) begin
    _rdata <= mem[raddr];
  end
end
always@*
begin
    rdata =  _rdata;
end
task char2sram(
 input [31:0]index,
 input [31:0]char_in
);
  mem[index] = char_in;
endtask
task display();
integer this_i, this_j;
reg signed [7:0] index_0,index_1,index_2,index_3;
  begin
    for(this_i=0;this_i< 80;this_i=this_i+1) begin
          index_0 = mem[this_i][31:24];
          index_1 = mem[this_i][23:16];
          index_2 = mem[this_i][15:8];
          index_3 = mem[this_i][7:0];
          $write("%d %d %d %d \n",index_0,index_1,index_2,index_3);
    end
  end
endtask
endmodule
==> design/flow/run.sh <==
#!/bin/bash
# OpenROAD 26Q1-2900-gdf79404cd8, Yosys 0.63+post, stock flow scripts
make -C /OpenROAD-flow-scripts/flow DESIGN_CONFIG=/design/flow/config.mk WORK_HOME=/design/flow/orfs finish
==> design/flow/config.mk <==
export PLATFORM = sky130hd
export DESIGN_NAME = sram_128x32b
export DESIGN_NICKNAME = sram_128x32b
export VERILOG_FILES = /design/flow/design.v
export SDC_FILE = /design/flow/constraint.sdc
export NUM_CORES = 4
export LEC_CHECK = 1
export CORE_UTILIZATION = 40
export SYNTH_MEMORY_MAX_BITS = 65536
==> design/flow/constraint.sdc <==
current_design sram_128x32b

set clk_period 57.9
set clk_io_pct 0.2

create_clock -name clk0 -period $clk_period [get_ports {clk}]

set non_clock_inputs [all_inputs -no_clocks]
set_input_delay [expr $clk_period * $clk_io_pct] -clock clk0 $non_clock_inputs
set_output_delay [expr $clk_period * $clk_io_pct] -clock clk0 [all_outputs]
==> results_dict.tcl <==
# place-and-route summary
set metrics [dict create \
    yosysWarnings 1 \
    via_per_inst 5.75 \
    criticalPathCategory "in2reg" \
    period_minus_slack_ns 17.66 \
    die_area_um2 802000 \
    startpoint_type "primary input" \
    io_buffers 62 \
    core_um2 795000 \
    peakVddDrop_mv 0.0359 \
    rsz0062_at_grt "false" \
    setup_slack_ns 40.24 \
    cts_buffers 787 \
    post_drt_wl_per_cell_um 32.9 \
    place_area_um2 335000 \
    ys_cells 15889 \
    grt_max_degree 131 \
    holdWs_ns 0.901 \
    fin_crit_sh 0.305 \
    finalClockSkew_ns 0.0717 \
    hold_buffers 0 \
    antenna_found_initial 85 \
    hpwl_um 603000 \
    avgSynthCellArea_um2 20.1 \
    clock_latency_ns 1.19 \
    final_cell_mix "8,224 x edfxtp_1, 1,470 x mux4_2, 1,181 x mux2i_1" \
    grtUsageTotal 0.252 \
    cts_tree "built" \
    max_freq_mhz 56.6 \
    grt_pass1_vias 172611 \
    ys_chip_area_um2 320000 \
    drive_gt1_frac 0.208 \
    setup_viol_count_final 0 \
    max_cap_viol_count 0 \
    cts_root_buffer "clkbuf_16" \
    fin_util 0.453 \
    yosysSeqAreaShare 0.773 \
    fp_util 0.402 \
    post-place-ws_ns 38.99 \
    finalWeightedCongestion 0.959 \
    hold_path.class "reg2reg" \
    drt_iter0_drc 11580 \
    clk_pin_slew_ns 0.06 \
    syn_area_um2 320000 \
    edf_count 8224 \
    fillers 65457 \
    grt_pass1_wl_um 1290000 \
    cp-end-kind "flop" \
    area_growth_pct 12.7 \
    syn_inst 15889 \
    vias 160970 \
    leakage_uw 0.110 \
    warning_count 58 \
    htreeDepth 6 \
    fp.dieH_um 896 \
    cts.sinks 8224 \
    wl_um 921000 \
    powerDensity_nw_per_um2 33.9 \
    final_area_um2 360000 \
    io_pins 67 \
    post_cts_resized 0 \
    synthArstFlopShare 0 \
    cp_max_fo 57 \
    dr.pass1.iters 8 \
    die_w_um 896 \
    drc 0 \
    post-cts-setup-buffers 0 \
    grt.overflow.total 0 \
    final_common_cell "edfxtp_1" \
    synthFlopType "edfxtp_1" \
    slew_headroom 0.172 \
    maxSlewViolCount 0 \
    setup_tns_ns 0 \
    rows 327 \
    status "finished clean" \
    ys_types 74 \
    crit_required_ns 58.82 \
    hold_violations 0 \
    cts_max_path_buffers 4 \
    worstPathArrival_ns 18.58 \
    worst_pin_slew_ns 1.23 \
    ant_nets 0 \
    ys_ff 8224 \
]
-- synthesized netlist by cell type (51+ instances only) --
cell,count,area [um^2]
nor2_1,1199,4500
a221oi_1,132,1160
a21oi_1,226,1130
buf_6,104,1170
nand4_1,51,319
a22o_1,65,569
buf_2,204,1020
nand2_1,592,2220
a22oi_1,114,856
clkbuf_1,475,1780
edfxtp_1,8224,247000
o221ai_1,199,1740
o211ai_1,60,450
buf_1,78,293
mux2i_1,1181,11800
buf_4,101,758
o21ai_0,198,991
nor4_1,58,363
o22ai_1,344,2150
mux4_2,1470,33100
nand3_1,97,485
nor3_1,244,1220
-- power breakdown --
part | internal (uW) | switching (uW) | total, uW
logic | 188 | 472 | 660
registers | 6600 | 11.4 | 6610
clock network | 2750 | 2200 | 4950
total | 9540 | 2680 | 12200
-- critical path, cell delays in order --
cell and delay [ns]:
buf_16 0.29, buf_4 0.58, buf_4 0.70, buf_4 0.59
buf_4 0.68, buf_4 0.47, buf_4 0.53, buf_4 0.57
buf_4 0.62, mux4_2 0.60, o211ai_1 0.23, nand4_1 0.33
nor3_1 0.31, nor3_1 0.08
-- registers in the layout, summed over array words and instances (netlist names) --
name and cells:
mem 8192, _rdata 32
-- worst paths after layout --
kind / start / to / slack (ns) / depth (start not counted)
max: raddr[0] / _rdata[13] / 40.24 / 14
min: mem[50][23] / _rdata[23] / 0.90 / 5
max reg2reg: mem[113][21] / _rdata[21] / 53.40 / 7
min reg2reg: mem[50][23] / _rdata[23] / 0.90 / 5
-- through the flow --
step / instances / power (uW)
after global placement: 26350 / 7380
after floorplan: 15889 / 7230
after detailed placement: 26350 / 7390
after global routing: 27862 / 12500
final: 27973 / 12200
after CTS: 27783 / 12300
-- logic make-up after synthesis --
kind of cell / synth area share
mux: 0.142
simple gates: 0.0307
xor+xnor: 0.0000822
flops: 0.773
buf+inv: 0.0176
compound gates: 0.0369
-- layout make-up --
type	instances	area, um^2	area share
Antenna cell	190	475	0.00132
Clock buffer	982	20600	0.0573
Clock inverter	451	3860	0.0107
Inverter	4	27.5	0.0000764
Multi-Input combinational cell	6664	67600	0.188
Sequential cell	8224	247000	0.686
Tap cell	10528	13200	0.0366
Timing Repair Buffer	930	7530	0.0209
-- routing by layer --
layer | global-route usage | routed length (um) | part of all wire | vias up
met2 | 0.344 | 405000 | 0.44 | 10070
met5 | 0.0268 | 3490 | 0.0038 | -
met1 | 0.283 | 280000 | 0.30 | 81637
met3 | 0.227 | 187000 | 0.20 | 1699
li1 | - | - | - | 67450
met4 | 0.0925 | 45100 | 0.049 | 114
Power and IR drop assume default switching activity.
